==> flow/run.sh <==
#!/bin/bash
# OpenROAD 26Q1-2900-gdf79404cd8, Yosys 0.63+post, stock flow scripts
make -C /OpenROAD-flow-scripts/flow DESIGN_CONFIG=/design/flow/config.mk WORK_HOME=/design/flow/orfs finish
==> flow/config.mk <==
export PLATFORM = sky130hd
export DESIGN_NAME = counter
export DESIGN_NICKNAME = counter
export VERILOG_FILES = /design/flow/design.v
export SDC_FILE = /design/flow/constraint.sdc
export NUM_CORES = 4
export LEC_CHECK = 1
export CORE_AREA = 10 10 70 70
export DIE_AREA = 0 0 80 80
==> flow/constraint.sdc <==
current_design counter

set clk_period 1.9
set clk_io_pct 0.2

create_clock -name clk0 -period $clk_period [get_ports {clk}]

set non_clock_inputs [all_inputs -no_clocks]
set_input_delay [expr $clk_period * $clk_io_pct] -clock clk0 $non_clock_inputs
set_output_delay [expr $clk_period * $clk_io_pct] -clock clk0 [all_outputs]
==> flow/design.v <==
module counter(en,reset,clk,out_to_disp,end_count);  
	input wire en;  
	input wire reset;  
	input wire clk;  
	output reg [3:0] out_to_disp;  
	output reg end_count;  
	always @(posedge clk or negedge reset)
	begin
		if (~reset)  
			begin
				out_to_disp <= 4'b0000;
				end_count <= 1'b0;
			end
		else 
			if(en)  
			begin
				if (out_to_disp == 4'b1001)  
					begin
						out_to_disp <= 4'b0000;
						end_count <= 1'b1;
					end 
				else 
				begin
					out_to_disp <= out_to_disp + 4'b0001;
					end_count <= 1'b0;	
				end
			end
		 else 
			end_count <= 1'b0;	
	end
endmodule
==> Slide: Implementation Results <==
Physical Implementation Snapshot

Outcome
  – Status: completed

Logic synthesis
  – Yosys aoi share: a little over 8%
  – Count of library flops with an enable pin: 0
  – Synth cell types: 14
  – Mux area share: 0%
  – Mapped Area: 212.7 µm²
  – Avg Cell Area, Syn: 11.82 µm²
  – Synth Seq Share: approximately three fifths
  – XOR Share, Synth: 8.235%
  – Top cell area share: between 50% and 60%
  – Yosys adder share: 0%
  – Most frequent cell after synthesis: dfrtp_1
  – Main flop type: dfrtp_1
  – Yosys cell count: 18
  – Yosys warns: 1
  – Synthesized instance count: 18
  – Ys flops: 5
  – YS chip area: 212.7 µm²
  – Async set-reset flop share out of synthesis: approximately 100%
  – Simple-Gate Fraction of Synth Area: between 20% and 30%
  – Post-synth area hogs: dfrtp_1, and4b_1, nor2b_2
  – Synth area leader: dfrtp_1
  – Comb area leader: simple AND/OR/NAND/NOR gates

Floorplanning
  – Die Size: between 0.006 and 0.007 mm²
  – Die X: 80 µm
  – Die Y: approximately 80 µm
  – Std cell rows: 21
  – I/O pins: 8
  – Core Box Area: ~0.0034 mm²
  – FP Core Util: 6.227%

Power and ir drop
  – Leakage power: 0.1418 nW
  – PwrDens: between 1000 and 1500 mW/mm²
  – Max VDD drop: between 0.6 and 0.7 mV

Final timing
  – Slew headroom: 85.01%
  – Worst slew pin tran: ~220 ps
  – Crit path time final: between 1500 and 2000 ps
  – Fin Setup TNS: 0 ps
  – Clk_skew: about 1.3 ps
  – Cycle use final: 82.94%
  – Pins Over Slew Limit: 0
  – Final hold violations: 0
  – Setup violations, final: 0
  – F_max: ~630 MHz
  – RSZ-0062 raised after global routing: no

Min path
  – Hold crit path type: input pin to async pin

Worst setup path
  – CP endpoint: out_to_disp[1]
  – Reg2reg setup slack: between 900 and 1000 ps
  – Worst Path Max Fanout: 7
  – Crit-path max cell delay: ~520 ps
  – Crit path launch: out_to_disp[1]$_DFFE_PN0P_
  – R2R depth: 3
  – WP depth: 1
  – Crit end category: output pin
  – Critical R2R Capture: out_to_disp[3]$_DFFE_PN0P_
  – Critical-path top delay cell: clkdlybuf4s50_1
  – Setup crit start kind: flop
  – Critical Path, Cell by Cell: clkdlybuf4s50_1
  – Crit path DAT: between 1000 and 1500 ps
  – Worst Path Buf+Inv: 1
  – Critical Path RT: between 1500 and 2000 ps
  – CP Class: flop to output pin
  – Crit path max-delay family: buffers and inverters
  – Reg-to-Reg Start: out_to_disp[2]$_DFFE_PN0P_

Clock tree
  – Clock Pin Slew Worst Setup and Hold Paths: 40 ps
  – Hold_buf cts: 0
  – Worst skew pair latency: 240 ps
  – Clock Tree Buf Depth: 2
  – CTS tree: yes
  – Clk sinks: 5
  – Postcts setup bufs: 0
  – CTS resizes: 0
  – Clock buffer count from CTS: 3
  – H-tree depth: 1
  – Root Driver: clkbuf_4

Routing
  – N_diodes: 0
  – DRC Markers: 0
  – Antenna Nets Post-Route: 0
  – Drt first-iter violations: 7
  – First-pass iteration count of the detailed router: 4
  – Drt via density: around 2.3
  – Overall routed net length: 471 µm
  – Avg WL per Cell: ~6.3 µm
  – Vias: 176

Flow run
  – Tool Warnings: 25
  – MaxCap Viol Count: 0

Cells and area
  – Non-filler cells, final: between 70 and 80
  – Synthesis-to-finish area growth: 72.35%
  – Final Instance Area: roughly 370 µm²
  – Fraction of layout cells with a size suffix above 1: 17.24%

Global route
  – Number of global-route vias before repair: 223
  – Tot GR Track Use: 1.835%
  – Global-route wire length before repair: roughly 900 µm
  – Initial antenna violation count: 0
  – Largest net degree at the start of global routing: 8
  – Total grt overflow: 0

Place
  – Placed Cells: 71
  – GPL Wtd Cong: 0.7751
  – Area after DPL: about 340 µm²
  – I/O Buffers: 7
[how the worst min path moves through the flow]
stage | end | cells past startpoint
6_report | out_to_disp[3]$_DFFE_PN0P_ | 1
4_1_cts | out_to_disp[1]$_DFFE_PN0P_ | 1
5_1_grt | out_to_disp[2]$_DFFE_PN0P_ | 1
[worst register-to-register path: cells and delay by family (launching register included)]
family / cells / cell delay [ps]
flops: 1 / 430
compound gates: 1 / 120
simple gates: 2 / 290
[power by group]
group | total (mW) | switching [mW] | leakage [nW] | internal, mW
logic | 0.178 | 0.0482 | 0.0650 | 0.130
registers | 0.216 | 0.0627 | 0.0618 | 0.153
clock network | 0.121 | 0.0418 | 0.0150 | 0.0793
[stage by stage]
stage | setup slack [ps] | power, mW | util, % | hold WS (ps)
2_1_floorplan | 1032 | 0.2755 | - | 84.41
3_3_place_gp | 555.6 | 0.3921 | 9.963 | 530.6
5_1_grt | 248.9 | 0.5746 | 10.73 | 351.9
3_5_place_dp | 524.3 | 0.3962 | 9.963 | 540.6
6_report | 324.1 | 0.5151 | 10.73 | 359.6
4_1_cts | 301.2 | 0.5244 | 10.73 | 360.8
[metal layers]
metal / vias up / track usage (%) / part of all wire, %
met4: 0 / 0.1761 / 0
met5: - / 0 / 0
met2: 13 / 2.006 / 28
met1: 79 / 2.079 / 48
li1: 84 / - / -
met3: 0 / 2.500 / 24
[layout make-up]
| class | instances | area [µm²] |
|---|---|---|
| multi-input combinational | 13 | 87.58 |
| tap | 46 | 57.56 |
| sequential | 5 | 125.1 |
| clock buffer | 4 | 26.28 |
| fill | 404 | 3049 |
| timing repair buffer | 7 | 70.07 |
[state kept, by name, summed over array words and instances (netlist names)]
register,cells
out_to_disp,4
end_count,1
[cell usage in the layout, fill, tap and decap left out, drive strengths merged]
| cell type | count |
|---|---|
| a21o | 1 |
| and4b | 1 |
| clkbuf | 4 |
| clkdlybuf4s50 | 7 |
| dfrtp | 5 |
| nand2 | 2 |
| nand3 | 1 |
| nor2b | 2 |
| nor3 | 1 |
| nor3b | 1 |
| o21ai | 2 |
| xnor2 | 1 |
| xor2 | 1 |
[cell families (layout without fill, tap and decap cells)]
| kind of cell | Yosys count | after routing |
|---|---|---|
| simple gates | 8 | 8 |
| flops | 5 | 5 |
| compound gates | 3 | 3 |
| xor+xnor | 2 | 2 |
| buf+inv | 0 | 11 |
Power and IR drop assume default switching activity.
